==> flow/config.mk <==
export PLATFORM = sky130hd
export DESIGN_NAME = prog_gpio
export DESIGN_NICKNAME = prog_gpio
export VERILOG_FILES = /design/flow/design.v
export SDC_FILE = /design/flow/constraint.sdc
export NUM_CORES = 4
export LEC_CHECK = 1
export CORE_UTILIZATION = 50
==> flow/constraint.sdc <==
current_design prog_gpio

set clk_period 5.5
set clk_io_pct 0.2

create_clock -name clk0 -period $clk_period [get_ports {clk}]

set non_clock_inputs [all_inputs -no_clocks]
set_input_delay [expr $clk_period * $clk_io_pct] -clock clk0 $non_clock_inputs
set_output_delay [expr $clk_period * $clk_io_pct] -clock clk0 [all_outputs]
==> flow/design.v <==
module  prog_gpio(
  input  clk,
  input  reset_n,
  input  avs_write,
  input  [4:0] avs_address,
  input  [31:0] avs_writedata,
  input  [31:0] pio_i,
  output irq,
  output logic [31:0] avs_readdata,
  output [31:0] pio_o
);
logic [31:0] data_in;
logic [31:0] data_out;
logic [31:0] enable;
logic [31:0] irq_mask;
logic [31:0] irq_pool;
logic irq_ack;
logic irq_sig;
logic irq_reg;
assign pio_o = data_out & enable;
assign irq_sig = ((data_in ^ irq_pool) & enable & irq_mask) ? 1'b1 : 1'b0;
assign irq = irq_reg;
always_comb begin
  case (avs_address)
    0: avs_readdata = data_in;
    4: avs_readdata = enable;
    8: avs_readdata = irq_mask;
    12: avs_readdata = irq_pool; 
    default: avs_readdata = '0;
  endcase
end
always_ff @(posedge clk or negedge reset_n) begin
  if (!reset_n) begin
    data_out <= '0;
    enable <= '0;
    irq_mask <= '0;
    irq_pool <= '0;
    irq_ack <= '0;
    irq_reg <= '0;
  end
  else begin
    data_in <= pio_i & enable;
    if (avs_write) begin
      case (avs_address)
        0: data_out <= avs_writedata;
        4: enable <= avs_writedata;
        8: irq_mask <= avs_writedata;
        12: irq_pool <= avs_writedata;
        16: irq_ack <= 1'b1;
      endcase
    end
    if (irq_reg & irq_ack) begin
      irq_reg <= '0;
      irq_ack <= '0;
    end
    else begin
      if (irq_sig)
        irq_reg <= 1'b1;
    end
  end
end
endmodule
==> flow/run.sh <==
#!/bin/bash
# OpenROAD 26Q1-2900-gdf79404cd8, Yosys 0.63+post, stock flow scripts
make -C /OpenROAD-flow-scripts/flow DESIGN_CONFIG=/design/flow/config.mk WORK_HOME=/design/flow/orfs finish
==> insert_results.sql <==
-- implementation run metrics
INSERT INTO impl_metrics (metric_group, metric, value, unit) VALUES
('setup_path', 'critical_path.max_fanout', '20', ''),
('setup_path', 'worstPathRequired', '4.40', 'ns'),
('floorplanning', 'std_cell_rows', '44', ''),
('yosys', 'synth_seq_share', '54.9', '%'),
('clocking', 'clockRootBuffer', 'clkbuf_16', ''),
('power', 'clkPwrFrac', '39.1', '%'),
('drt', 'vias', '4803', ''),
('global_routing', 'grt_antenna_before_repair', '0', ''),
('floorplanning', 'initial_utilization', '52.0', '%'),
('drt', 'detail_route.first_pass.iterations', '4', ''),
('floorplanning', 'die_area', '15900', 'µm²'),
('setup_path', 'worstSetupStartpointType', 'primary input', ''),
('yosys', 'yosysCellCount', '525', ''),
('yosys', 'synth_cell_types', '21', ''),
('sta', 'setup_viol_count_final', '0', ''),
('sta', 'maxSlewViolCount', '0', ''),
('global_routing', 'grt_pass1_wl', '27800', 'µm'),
('floorplanning', 'design.core.area', '14800', 'µm²'),
('setup_path', 'critPathKind', 'in -> out', ''),
('clocking', 'postCtsResizedCells', '0', ''),
('sta', 'grt_setup_unrepaired', 'false', ''),
('floorplanning', 'die_h', '126', 'µm'),
('sta', 'timing.final.crit_period', '4.06', 'ns'),
('sta', 'fmax', '0.246', 'GHz'),
('setup_path', 'critical_path_arrival', '2.96', 'ns'),
('global_routing', 'globalRouteTotalUtil', '24.3', '%'),
('drt', 'dr.first_iter.drc_count', '210', ''),
('clocking', 'cts_hold_buffers', '0', ''),
('power', 'peakVddDrop', '0.000241', 'V'),
('global_routing', 'first_global_vias', '5143', ''),
('place', 'dp_hpwl', '11100', 'µm'),
('floorplanning', 'die-width', '126', 'µm'),
('yosys', 'yosys-stat-area', '7680', 'µm²'),
('drt', 'route.final.wire_length', '16800', 'µm'),
('yosys', 'synth_flops', '162', ''),
('power', 'combinationalPowerShare', '15.4', '%'),
('clocking', 'cts_setup_buffers', '0', ''),
('worst_hold_path', 'timing.hold.worst.class', 'reg -> reg', ''),
('yosys', 'post_synthesis_cell_area', '7680', 'µm²'),
('status', 'outcome', 'finished clean', ''),
('run', 'drv.max_cap_violation_count', '0', ''),
('clocking', 'tritoncts_clock_tree', 'yes', ''),
('cells_and_area', 'nFillCells', '1017', ''),
('place', 'io_buffer_count', '136', ''),
('sta', 'fin_crit_sh', '73.9', '%'),
('setup_path', 'worst_setup_path_end_kind', 'output pin', ''),
('drt', 'routed_via_density', '5.57', ''),
('sta', 'fin_tns_setup', '0', 'ns'),
('drt', 'num_antenna_cells', '0', ''),
('sta', 'finalHoldViolCount', '0', ''),
('drt', 'antenna_violating_nets_post_route', '0', ''),
('power', 'power_report.internal_total', '2.72', 'mW'),
('clocking', 'ctsHtreeMaxLevel', '4', ''),
('sta', 'clock-skew-final', '0.00570', 'ns'),
('clocking', 'ctsLongestPathBuffers', '2', ''),
('place', 'gp_congestion', '0.817', ''),
('drt', 'remaining_drc_errors', '0', ''),
('clocking', 'clk_transition_reported_paths', '0.06', 'ns'),
('global_routing', 'grt_start_max_net_pins', '97', ''),
('place', 'dp_slack', '1.39', 'ns'),
('global_routing', 'grt.overflow.total', '0', ''),
('floorplanning', 'ios', '137', ''),
('yosys', 'postSynthAreaPerCell', '14.6', 'µm²'),
('sta', 'slew_headroom', '43.9', '%'),
('clocking', 'cts_inserted_buffers', '17', ''),
('power', 'switching_part_of_the_total', '22.4', '%'),
('drt', 'wl_per_cell', '19.5', 'µm'),
('power', 'power.density', '353', 'nW/µm²'),
('run', 'log.warning_count', '26', ''),
('sta', 'setup_slack', '1.44', 'ns'),
('yosys', 'total_of_warnings_raised_by_yosys', '1', ''),
('power', 'total_switching_power', '0.786', 'mW'),
('sta', 'worst_pin_slew', '0.839', 'ns'),
('clocking', 'clock_insertion_delay_worst_skew', '0.41', 'ns'),
('cells_and_area', 'post_route_cells_drive_above_1_share', '29.1', '%'),
('power', 'total_power', '3.51', 'mW'),
('sta', 'worst_hold_slack', '0.465', 'ns'),
('power', 'power_leakage', '4.30', 'nW'),
('cells_and_area', 'flow.area_growth_from_synthesis', '29.4', '%'),
('clocking', 'numClockSinks', '162', ''),
('yosys', 'syn-instance-count', '525', ''),
('power', 'power.share.sequential', '45.5', '%');
critical path: stages:
cell	delay, ns
buf_2	0.46
buf_12	0.28
mux4_2	0.54
and2_1	0.18
clkdlybuf4s50_1	0.39
area by class of cell:
class,count,area (µm²),area share (%)
Clock buffer,23,468,4.71
Clock inverter,9,225,2.27
Multi-Input combinational cell,340,3360,33.8
Sequential cell,162,4210,42.4
Tap cell,184,230,2.32
Timing Repair Buffer,144,1440,14.5
power by group through the flow:
| stage | sequential (mW) | clock, mW | combinational [mW] |
|---|---|---|---|
| global route | 1.63 | 1.45 | 0.595 |
| finish | 1.60 | 1.37 | 0.540 |
| CTS | 1.60 | 1.40 | 0.548 |
routing by layer:
| layer | global-route usage, % | up-vias | share of wire [%] |
|---|---|---|---|
| met5 | 0 | - | 0 |
| met4 | 1.56 | 0 | 0.51 |
| met3 | 6.62 | 5 | 6.1 |
| met2 | 36.1 | 145 | 47 |
| met1 | 41.0 | 2453 | 47 |
| li1 | - | 2200 | - |
through the flow:
step           utilization (%)  instance area, µm²  instances
3_3_place_gp              62.6                9240        830
5_1_grt                   67.3                9940        862
2_1_floorplan                -                7680        525
4_1_cts                   67.3                9940        862
3_5_place_dp              62.6                9240        830
6_report                  67.3                9940        862
cells in the mapped netlist:
cell type | count | area (µm²)
nand3_1 | 33 | 165
a32oi_1 | 1 | 8.76
dfrtp_1 | 130 | 3250
nor3b_1 | 1 | 7.51
nand2_1 | 1 | 3.75
nor2_1 | 1 | 3.75
nor3_4 | 1 | 16.3
xor2_1 | 32 | 280
and2_1 | 96 | 601
nor3_1 | 1 | 5.00
mux2_1 | 6 | 67.6
nor4_1 | 1 | 6.26
nand4b_2 | 2 | 30.0
mux4_2 | 32 | 721
mux2i_1 | 1 | 10.0
mux2_2 | 122 | 1370
clkbuf_1 | 7 | 26.3
buf_2 | 16 | 80.1
a311oi_1 | 1 | 8.76
nand4_1 | 8 | 50.1
edfxtp_1 | 32 | 961
path summary, 6_finish.rpt:
path | from | endpoint | slack, ns | depth (start not counted)
min in group asynchronous | reset_n | data_out[30] | 0.66 | 1
setup reg to reg | irq_pool[20] | irq_reg | 4.07 | 5
hold / removal | irq_ack | irq_reg | 0.46 | 1
max in group asynchronous | reset_n | enable[2] | 3.91 | 2
hold reg to reg | irq_ack | irq_reg | 0.46 | 1
setup / recovery | avs_address[2] | avs_readdata[31] | 1.44 | 5
placed cells by master (no fill, tap or decap), types with 2 or more instances in the layout:
cell type	netlist	routed
clkbuf_16	0	17
edfxtp_1	32	32
bufinv_16	0	7
mux2_2	122	122
clkbuf_1	7	4
nand4_1	8	8
mux2_1	6	6
buf_12	0	2
buf_4	0	6
clkbuf_8	0	2
nand3_1	33	33
mux4_2	32	32
buf_2	16	2
nand4b_2	2	2
xor2_1	32	32
dfrtp_1	130	130
clkinvlp_4	0	2
and2_1	96	96
clkdlybuf4s50_1	0	133
cell families (layout without fill, tap and decap cells):
logic type	after synthesis	in the layout	synth area share, %
flip-flops	162	162	54.9
multiplexers	161	161	28.3
AND/OR/NAND/NOR	145	145	11.6
XOR/XNOR	32	32	3.65
buffers and inverters	23	176	1.39
AND-OR/OR-AND	2	2	0.228
No activity file was given, so power comes from the tool's default toggle rates.

--- flow/run.sh ---
#!/bin/bash
# OpenROAD 26Q1-2900-gdf79404cd8, Yosys 0.63+post, stock flow scripts
make -C /OpenROAD-flow-scripts/flow DESIGN_CONFIG=/design/flow/config.mk WORK_HOME=/design/flow/orfs finish
--- flow/config.mk ---
export PLATFORM = sky130hd
export DESIGN_NAME = simple_mm_register
export DESIGN_NICKNAME = simple_mm_register
export VERILOG_FILES = /design/flow/design.v
export SDC_FILE = /design/flow/constraint.sdc
export NUM_CORES = 4
export LEC_CHECK = 1
export CORE_AREA = 10 10 94 94
export DIE_AREA = 0 0 104 104
--- flow/constraint.sdc ---
current_design simple_mm_register

set clk_period 1.0
set clk_io_pct 0.2

create_clock -name clk0 -period $clk_period [get_ports {clk}]

set non_clock_inputs [all_inputs -no_clocks]
set_input_delay [expr $clk_period * $clk_io_pct] -clock clk0 $non_clock_inputs
set_output_delay [expr $clk_period * $clk_io_pct] -clock clk0 [all_outputs]
--- flow/design.v ---
module  simple_mm_register(
  input  clk,
  input  reset_n,
  input  avs_write,
  input  [31:0] avs_writedata,
  output [31:0] avs_readdata,
  output [9:0]  leds
);
logic[31:0] R;
assign avs_readdata = R;
assign leds  = R[9:0];
always_ff @(posedge clk or negedge reset_n)
  if(!reset_n)
    R <= '0;
  else if(avs_write)
      R <= avs_writedata;
endmodule
==> run summary <==
This note records the results obtained with Yosys and OpenROAD.

Route
Per the post-route antenna check, the number of violating nets is 0. The violation tally from detailed-route iteration zero is 6. The vias after detailed routing is 935.

After detailed routing, the total wire length is 3.769 mm. The iteration tally of the first detailed-router pass is 3. The number of remaining DRC errors is 0. The count of inserted antenna diode cells is 0. Per the detail_route report, vias per standard cell equal 3.450. The routed wire length per instance is 13.91 um.

Layout
The registers reported with the highest flop counts are R: 32 flops. The register with the most flip-flops in the layout has 32 of them. Compared with the post-synthesis result, the final layout area differs by 66.70%. The register with the most flip-flops is R. The fraction of layout cells with a size suffix above 1 is 62.29%. Counting the fill cells in the layout gives 700. The finished layout holds 271 standard cells, fillers aside.

Global route
The initial antenna violation count came to 0. The global route stage reports its total congestion overflow as 0. The pin count of the biggest net entering global routing is 33. The number of global-route vias before repair is 1064.

The first-pass GRT wire length is 6.147 mm. The global-route usage over all layers is 6.895%.

Floorplanning
77 I/O pins were placed. The chip area is 0.01082 sq mm. The number of core rows is 30.

The horizontal die dimension is 104 um. The initial core utilization is 20.79%. The total core area is 0.006832 sq mm. The die is 104 um tall.

Clock network
On the worst setup and hold paths after CTS, the clock-pin slew comes to 0.07 ns. Clock tree synthesis found a total of 32 sinks. Counting the buffers created by CTS gives 5. The clock insertion delay at the later pin of the skew report is 0.28 ns. The cell sitting at the root of the clock tree is a sky130_fd_sc_hd__clkbuf_8. Buffers inserted to repair hold after CTS numbered 0. The number of H-tree levels is 2.

TritonCTS built the clock tree. Counting along the longest clock path gives a buffer depth of 2.

Power and ir drop
The switching power summed over all nets is 0.0007318 W. The register share of total power is 46.1%. Of the total power, combinational logic draws 24.9%. The leakage power summed over all cells is 1.151 nW. In this run the power density over the cells is 1371 mW/mm^2.

The maximum vdd drop is 373.4 uV. The clock network accounts for 29.0% of the total power. The power report shows net switching accounting for 22.55% of the total. The internal power consumption is 0.002514 W.

Setup path
The critical path endpoint has a required time of 0.80 ns. STA classifies the critical path endpoint as an output pin. The worst setup path is launched from a flop. The type of the worst setup path is flop to output pin. Of all nets on the critical path, the largest fanout is 2. The arrival time at the worst endpoint is 0.89 ns. Walking the worst path, the cells encountered are buf_6 > buf_6.

The most repeated library cell on the critical path is sky130_fd_sc_hd__buf_6. The cell type of the slowest stage on the worst timing path is sky130_fd_sc_hd__dfrtp_1. The stage delay of the slowest cell on the critical path is 0.40 ns.

Final timing
The final hold violation count is 0. Setup repair after global routing could not meet its margin everywhere. The worst-case max-slew headroom was logged as 87.70%. The post-route minimum period is 1.094 ns. The final critical-path setup slack is -0.09365 ns. Dividing the final minimum period by the clock period gives 109.4%. The setup violation total in the final timing report is 9. The highest achievable clock rate is 914.4 MHz.

The final timing report lists a max-slew violation count of 0. The actual transition at the worst max-transition pin is 0.1844 ns. On the final layout, the worst clock skew is 0 ns.

Logic synthesis
The number of cells in the yosys synthesis report is 78. Synthesis produced 78 cells. The tally of yosys warning messages is 1. The mean instance size in the synthesized netlist is 18.21 sq um. Of the synthesized area, sequential elements account for 56.39%. Yosys reported a register bit count of 32. The area of the synthesized netlist per yosys stat is 0.001420 sq mm. The count of cell types in the netlist is 6.

The summed instance area of the synthesized netlist is 0.001420 sq mm.

Place
Per the placement report, the placed cell count is 246. The final weighted congestion recorded by global placement is 0.6331. The post-place setup slack is -0.05068 ns. The number of I/O port buffers is 76.

The post-detailed-placement half-perimeter wirelength is 2.725 mm.

Flow run
The report counts max-capacitance violations totalling 0. The OpenROAD warning count is 27.

Outcome
The flow ran to the end, but the final reports show violations. The final reports fail on negative setup slack.

Min path
The tightest min-delay check is of the input port to async pin type.
cell usage after synthesis (all sizes together):
library cell  count  area, sq um
mux2             32        473.0
dfrtp            32        800.8
buf              14        146.4
cell type report:
cell class	count	area (sq um)	area share (%)
repair buffers	104	895.9	37.84
flip-flops and latches	32	800.8	33.83
multi-input cells	32	473.0	19.98
well taps	96	120.1	5.074
clock buffers	6	72.57	3.066
clock inverters	1	5.005	0.2114
worst max-delay path: cells and delay by family, from the launching register on:
family / cells / cell delay [ns]
flops: 1 / 0.40
buf+inv: 2 / 0.22
what timing repair did:
item	4_1_cts	5_1_grt
setup buffers	16	4
gates resized	147	4
setup endpoints to repair	42	47
per-layer routing:
layer | track usage [%] | share of wire, % | up-vias
li1 | - | - | 448
met4 | 1.292 | 2.2 | 0
met3 | 1.942 | 4.8 | 5
met5 | 0 | 0 | -
met2 | 11.40 | 49 | 32
met1 | 8.862 | 44 | 450
cells by family after synthesis:
kind of cell           count (synthesis)  share of synthesized area (%)
multiplexers                          32                          33.30
buffers and inverters                 14                          10.31
flip-flops                            32                          56.39
final timing paths:
kind	from	endpoint	slack, ns	cells past startpoint
min reg2reg	R[29]	R[29]	0.51	1
min in group clk0	avs_write	R[19]	0.43	3
max in group asynchronous	reset_n	R[11]	0.54	2
min	reset_n	R[24]	0.28	2
max	R[3]	avs_readdata[3]	-0.09	2
max reg2reg	R[3]	R[3]	0	3
layout by cell type (no fill, tap or decap):
cell                              netlist  layout
sky130_fd_sc_hd__buf_6                  1      22
sky130_fd_sc_hd__clkdlybuf4s50_1        0      33
sky130_fd_sc_hd__buf_4                 10      11
sky130_fd_sc_hd__buf_12                 3       3
sky130_fd_sc_hd__dfrtp_1               32      32
sky130_fd_sc_hd__clkbuf_1               0       1
sky130_fd_sc_hd__mux2_4                30      30
sky130_fd_sc_hd__clkinv_2               0       1
sky130_fd_sc_hd__clkbuf_8               0       5
sky130_fd_sc_hd__mux2_2                 2       2
sky130_fd_sc_hd__buf_2                  0      35
stage by stage:
step / utilization (%) / hold slack (ns) / TNS (ns) / instance area [sq um] / total power (W)
4_1_cts: 34.32 / 0.2837 / -1.022 / 2345 / 0.003305
3_3_place_gp: 33.11 / 0.4928 / -0.7469 / 2262 / 0.002320
2_1_floorplan: - / -0.09559 / 0 / 1420 / 0.001791
6_report: 34.65 / 0.2833 / -0.6734 / 2367 / 0.003246
3_5_place_dp: 33.11 / 0.4912 / -0.7097 / 2262 / 0.002321
5_1_grt: 34.65 / 0.2881 / -1.872 / 2367 / 0.003451
power by group through the flow:
stage         clock, W  combinational, W  sequential, W
finish        0.000940          0.000810        0.00150
global route   0.00106          0.000880        0.00151
CTS           0.000995          0.000814        0.00150
Power and IR drop assume default switching activity.
